File: flow/config.mk
export PLATFORM = sky130hd
export DESIGN_NAME = dm_control
export DESIGN_NICKNAME = dm_control
export VERILOG_FILES = /design/flow/design.v
export SDC_FILE = /design/flow/constraint.sdc
export NUM_CORES = 4
export LEC_CHECK = 1
export CORE_UTILIZATION = 30
File: flow/constraint.sdc
current_design dm_control

set clk_period 4.0
set clk_io_pct 0.2

create_clock -name clk0 -period $clk_period

set non_clock_inputs [all_inputs -no_clocks]
set_input_delay [expr $clk_period * $clk_io_pct] -clock clk0 $non_clock_inputs
set_output_delay [expr $clk_period * $clk_io_pct] -clock clk0 [all_outputs]
File: flow/design.v
module dm_control (
    input mem_w,
    input [31:0] Addr_in,
    input [2:0] dm_ctrl,
    input [31:0] Data_read_from_dm,
    input [31:0] Data_write,
    output reg [31:0] Data_read,
    output reg [31:0] Data_write_to_dm,
    output reg [3:0] wea_mem
);
  always @(*)  
begin
    if (mem_w) begin  
      case (dm_ctrl)
        3'b000: begin  
          Data_write_to_dm = Data_write;
          wea_mem = 4'b1111;  
        end
        3'b001, 3'b010: begin
          if (Addr_in[1] == 0) begin
            Data_write_to_dm[15:0] = Data_write[15:0];
            wea_mem = 4'b0011;
          end else begin
            Data_write_to_dm[31:16] = Data_write[15:0];
            wea_mem = 4'b1100;
          end
        end
        3'b011, 3'b100: begin
          case (Addr_in[1:0])
            2'b00: begin
              Data_write_to_dm[7:0] = Data_write[7:0];
              wea_mem = 4'b0001;
            end
            2'b01: begin
              Data_write_to_dm[15:8] = Data_write[7:0];
              wea_mem = 4'b0010;
            end
            2'b10: begin
              Data_write_to_dm[23:16] = Data_write[7:0];
              wea_mem = 4'b0100;
            end
            2'b11: begin
              Data_write_to_dm[31:24] = Data_write[7:0];
              wea_mem = 4'b1000;
            end
          endcase
        end
        default: begin
          Data_write_to_dm = 32'b0;
          wea_mem = 4'b0000;
        end
      endcase
      Data_read = 32'b0;
    end else begin  
      case (dm_ctrl)
        3'b000: begin
          Data_read = Data_read_from_dm;
        end
        3'b001: begin 
          if (Addr_in[1] == 0) begin
            Data_read = {{16{Data_read_from_dm[15]}}, Data_read_from_dm[15:0]};  
          end else begin
            Data_read = {{16{Data_read_from_dm[31]}}, Data_read_from_dm[31:16]};
          end
        end
        3'b010: begin  
          if (Addr_in[1] == 0) begin
            Data_read = {16'b0, Data_read_from_dm[15:0]}; 
          end else begin
            Data_read = {16'b0, Data_read_from_dm[31:16]};
          end
        end
        3'b011: begin
          case (Addr_in[1:0])
            2'b00: Data_read = {{24{Data_read_from_dm[7]}}, Data_read_from_dm[7:0]};
            2'b01: Data_read = {{24{Data_read_from_dm[15]}}, Data_read_from_dm[15:8]};
            2'b10: Data_read = {{24{Data_read_from_dm[23]}}, Data_read_from_dm[23:16]};
            2'b11: Data_read = {{24{Data_read_from_dm[31]}}, Data_read_from_dm[31:24]};
          endcase
        end
        3'b100: begin
          case (Addr_in[1:0])
            2'b00: Data_read = {24'b0, Data_read_from_dm[7:0]};
            2'b01: Data_read = {24'b0, Data_read_from_dm[15:8]};
            2'b10: Data_read = {24'b0, Data_read_from_dm[23:16]};
            2'b11: Data_read = {24'b0, Data_read_from_dm[31:24]};
          endcase
        end
        default: begin
          Data_read = 32'b0;
        end
      endcase
      Data_write_to_dm = 32'b0;
      wea_mem = 4'b0000;
    end
  end
endmodule
File: flow/run.sh
#!/bin/bash
# OpenROAD 26Q1-2900-gdf79404cd8, Yosys 0.63+post, stock flow scripts
make -C /OpenROAD-flow-scripts/flow DESIGN_CONFIG=/design/flow/config.mk WORK_HOME=/design/flow/orfs finish
==> results.yml <==
# flow metrics
power_and_ir_drop:
  power.leakage_nw: 1.492
  internal_power_mw: 0.1940
  p_switching_mw: 0.1527
  p_comb_frac: 0.941
  p_per_area_nw_per_um2: 87.88
  sequentialPowerShare: 0.059
  p_sw_frac: 0.4405
  clockPowerShare: 0
  ir_drop_mv: 0.03909
worst_setup_path:
  cp_max_fo: 25
  required_ns: 3.20
  cp.arrival_ns: 3.00
  critPathSlowestCell: "clkdlybuf4s50_1"
  worstSetupPathType: "input port to primary output"
  crit_path_end_kind: "primary output"
  crit_chain: "clkdlybuf4s50_1, buf_4, inv_1, nor2_1, buf_4, o221ai_1, a21oi_1, clkdlybuf4s50_1"
  critPathLaunchType: "input port"
  slowest_delay_ns: 0.55
die:
  die_x_um: 93.58
  die-area_um2: 8757
  core_area_um2: 8175
  rows: 33
  io_pins: 168
  dieHeight_um: 93.58
  fp_util: 0.3078
placement:
  gp_congestion: 0.8949
  post-place-cells: 591
  dp_hpwl_um: 6914
  portBuffers: 138
run:
  warning_count: 62
  cap_violations: 0
clock_network:
  postCtsSetupRepairBufs: 0
  cts_hold_repair.buffers: 0
  post_cts_resize_count: 0
final_timing:
  fin_crit_ns: 3.797
  final_max_slew_viol_count: 0
  rsz0062_at_grt: "false"
  unclocked_regs: 32
  setup_viol: 0
  finalCritPeriodShare: 0.9493
  tightest_slew_ns: 0.6484
  tns_ns: 0
  relSlewSlack: 0.5668
  hold_viol: 0
  unconstrained_endpoints: 64
  fmax_mhz: 263.4
detailed_routing:
  drc: 0
  vias: 3136
  dr_wl_met2_um: 4178
  wl_met1_um: 4097
  first_pass_iters: 4
  num_antenna_cells: 0
  top_layer: "met4"
  drtIter0Drc: 145
  post_drt_wl_per_cell_um: 15.65
  post_drt_via_cell_ratio: 5.306
  drt_wl_total_um: 9251
  dr_wl_met3_um: 886
  drtAntennaViolNets: 0
grt:
  grt_max_degree: 34
  grt_first_pass_wirelength_um: 14670
  grt_pass1_vias: 2946
  grt.total_usage: 0.2134
  antenna_found_initial: 0
  grt_overflow_total: 0
logic_synthesis:
  ys_warn_count: 1
  synth-async-reset-ratio: 0
  synth.distinct_cells: 40
  ys_area_um2: 2516
  synth.avg_cell_area_um2: 6.800
  edf_count: 0
  synthCells: 370
  syn_area_um2: 2516
  flop_cell: "dlxtn_1"
  yosys_cells: 370
  synth_flops: 32
finish:
  area_delta_synth_final_pct: 56.79
  largest_reg_flops: 32
  layout_top_cell: "clkdlybuf4s50_1"
  fin_cells: 591
  drive_gt1_frac: 0.07819
  final_cell_mix: "136 x clkdlybuf4s50_1, 85 x a21oi_1, 37 x nand2_1"
  fillers: 819
hold_path:
  min_path_type: "input port to primary output"
status:
  status: "finished clean"
[synthesized netlist by cell type, types with 2 or more instances]
| cell | instances | area share |
|---|---|---|
| mux2_2 | 14 | 0.063 |
| nor2b_1 | 27 | 0.067 |
| clkbuf_1 | 13 | 0.019 |
| o21ai_0 | 7 | 0.014 |
| a21boi_0 | 2 | 0.0060 |
| o22ai_1 | 8 | 0.020 |
| nand2_1 | 37 | 0.055 |
| nor2_1 | 11 | 0.016 |
| a222oi_1 | 7 | 0.028 |
| and3_1 | 9 | 0.022 |
| a211oi_1 | 16 | 0.048 |
| o221ai_1 | 9 | 0.031 |
| and2_1 | 19 | 0.047 |
| a21oi_1 | 85 | 0.17 |
| dlxtn_1 | 32 | 0.19 |
| buf_2 | 20 | 0.040 |
| inv_1 | 11 | 0.016 |
| o21a_1 | 20 | 0.060 |
| a21oi_2 | 2 | 0.0070 |
[logic make-up after synthesis]
group,Yosys count,synth area share
buffers and inverters,49,0.09199
AOI/OAI and AO/OA,162,0.4058
latches,32,0.1909
muxes,16,0.07558
and+or+nand+nor,111,0.2357
[through the flow]
step	util	instance area, µm²	power, mW	setup WS, ns	hold slack, ns
after floorplan	-	2516	0.1881	1.308	1.668
after global placement	0.4826	3945	0.3446	0.1993	2.468
after detailed placement	0.4826	3945	0.3452	0.2144	2.462
after CTS	0.4826	3945	0.3474	0.2077	2.475
after global routing	0.4826	3945	0.3796	0.07674	2.520
final	0.4826	3945	0.3467	0.2029	2.478
[power groups by stage]
stage / combinational (mW) / clock, mW / sequential (mW)
5_1_grt: 0.359 / 0 / 0.0208
4_1_cts: 0.327 / 0 / 0.0205
6_report: 0.326 / 0 / 0.0205
[routing by layer]
layer	up-vias	track usage
met5	-	0
met4	0	0.01795
met3	6	0.04549
met2	151	0.3627
met1	1414	0.2914
li1	1565	-
[final timing paths]
| kind | from | to | slack, ns | depth (start not counted) |
|---|---|---|---|---|
| max | Addr_in[1] | Data_read[12] | 0.20 | 8 |
| min | dm_ctrl[2] | Data_read[14] | 2.48 | 5 |
[critical path: cells and delay by family]
family | cells | cell delay, ns
AND-OR/OR-AND | 2 | 0.29
buffers and inverters | 5 | 1.77
AND/OR/NAND/NOR | 1 | 0.14
[area by class of cell]
cell class / instances / area [µm²] / share of cell area
multi-input combinational: 289 / 1804 / 0.4573
tap: 105 / 131.4 / 0.03330
timing repair buffer: 153 / 1484 / 0.3761
sequential: 32 / 480.5 / 0.1218
inverter: 12 / 45.04 / 0.01142
Power is estimated from default activity; no workload was simulated.
